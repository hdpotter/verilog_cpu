<file path="/design/flow/run.sh">
#!/bin/bash
# OpenROAD 26Q1-2900-gdf79404cd8, Yosys 0.63+post, stock flow scripts
make -C /OpenROAD-flow-scripts/flow DESIGN_CONFIG=/design/flow/config.mk WORK_HOME=/design/flow/orfs finish
</file>
<file path="/design/flow/config.mk">
export PLATFORM = sky130hd
export DESIGN_NAME = conditions
export DESIGN_NICKNAME = conditions
export VERILOG_FILES = /design/flow/design.v
export SDC_FILE = /design/flow/constraint.sdc
export NUM_CORES = 4
export LEC_CHECK = 1
export CORE_AREA = 10 10 99 99
export DIE_AREA = 0 0 109 109
</file>
<file path="/design/flow/constraint.sdc">
current_design conditions

set clk_period 3.3
set clk_io_pct 0.2

create_clock -name clk0 -period $clk_period

set non_clock_inputs [all_inputs -no_clocks]
set_input_delay [expr $clk_period * $clk_io_pct] -clock clk0 $non_clock_inputs
set_output_delay [expr $clk_period * $clk_io_pct] -clock clk0 [all_outputs]
</file>
<file path="/design/flow/design.v">
module conditions(
    input [31:0] rs1,
    input [31:0] rs2,
    input [2:0] funct3,
    output logic branch
);
always @(*) begin
    case (funct3)
        3'd0: branch = $signed(rs1) == $signed(rs2);  
        3'd1: branch = $signed(rs1) != $signed(rs2);  
        3'd4: branch = $signed(rs1) < $signed(rs2);  
        3'd5: branch = $signed(rs1) >= $signed(rs2);  
        3'd6: branch = $unsigned(rs1) < $unsigned(rs2);  
        3'd7: branch = $unsigned(rs1) >= $unsigned(rs2);  
        default: branch = 0;
    endcase
end
endmodule
</file>
==> results.txt <==
run results: largest net degree at the start of global routing=6, Yosys top cell by area=ha_1, GRT met1 Usage=a little under 8%, antenna cells=0, met3 usage=0.896%, Seq Cell Count=0, tool warnings=32, layout cell share with drive strength beyond 1=between 30% and 40%, Die Wd=109 um, fmax=0.313 GHz, final slew viol count=0, max-cap violation count=0, vias per cell=about 3.8, die height=109 um, clock buf count=0, Max-area cell share=a little over two fifths, Top cells by area=ha_1 43%, inv_1 13%, a21oi_1 7.6%, # hold bufs at CTS=0, Worst VDD drop=0.0288 mV, synthesized area=923 um2, CP Capture Type=primary output, Synth Instances=128, Routability Congestion=0.734, crit path max fanout=3, chip area=0.0119 mm2, fp_density=11.9%, Period minus WS final=3.20 ns, Area growth, synth to finish=127%, GR Layer Usage met2=approximately a tenth, initial antenna violation count=0, ANT nets after route=0, worst path required time=2.64 ns, HP Class=primary input to primary output, CP Class=primary input to primary output, Synth warnings=1, initial drt markers=8, Avg Cell Area, Syn=7.21 um2, startpoint types=primary input, period utilization=96.8%, FILL cells=~820, critical path arrival=2.54 ns, yosys stat chip area=923 um2, HPWL Detailed=approximately 3.1 mm, Min Hold Slack=2.11 ns, outcome=completed, Distinct lib cells used=26, Final Hold Vio Count=0, Worst-Margin Slew=0.254 ns, num ports=between 60 and 70, Flop area=0 um2, Vias=1169, first-pass GRT wire length=slightly below 6 mm, ys cells=around 130, logic area=0.00115 mm2, CORE AREA=0.00773 mm2, sequential area share after synthesis=0%, drt drc=0, GRT Overall Usage=about 5.8%, IO buf count=68, Setup TNS Final=0 ns, vias in the first global route=between 1000 and 1500, Final setup violation count=0, GRT busiest layer=met2, DRT Pass-1 Iters=3, Slew HR=82.9%, Routed WL=3.59 mm, Rows=32, Lkg Pwr=0.000981 uW, pwr/cell area=between 100 and 150 mW/mm2, grt ovf=0, wire per inst=11.7 um, placed cell areas=0.00178 mm2, Design Area, Final=0.00210 mm2
## final cells by class
class | count | share of cell area (%)
inverter | 33 | 5.91
multi-input combinational | 95 | 54.7
tap | 102 | 6.09
timing repair buffer | 78 | 33.4
## synth_stat cells
library cell / instances
nor3_1: 1
o311a_1: 2
nor2b_1: 1
a21boi_0: 2
o31a_1: 1
ha_1: 32
a211o_2: 1
nand4_4: 1
o211ai_1: 1
a21oi_1: 14
nand2_1: 5
nand2b_1: 1
a311oi_1: 1
nor2_1: 4
o21ai_0: 3
nor4_1: 2
inv_1: 33
nor4_4: 1
a211oi_1: 1
nor3_2: 1
a22oi_1: 1
and3_1: 2
nand4_1: 7
a21o_1: 2
a31oi_1: 1
nand3_1: 7
## power by group
group          switching [uW]  internal [uW]
logic                    92.5            125
clock network               0              0
registers                   0              0
total                    92.5            125
## cells by family after synthesis
group           count (synthesis)  share of synthesized area (%)
fa+ha+maj                      32                           43.4
buf+inv                        33                           13.4
simple gates                   33                           22.5
compound gates                 30                           20.7
## critical path, stage by stage
cell	delay (ns)
clkdlybuf4s50_1	0.41
ha_1	0.30
nand4_1	0.11
nor4_2	0.28
buf_4	0.16
a311oi_2	0.09
a211o_2	0.28
nor3_2	0.11
buf_2	0.13
## path summary, 6_finish.rpt
kind                  slack (ns)     from      to  cells after the start
worst max-delay path        0.10   rs2[0]  branch                      9
worst min-delay path        2.11  rs1[15]  branch                      6
## what timing repair did
| item | CTS | global route |
|---|---|---|
| endpoints found under the setup margin | 1 | 1 |
| endpoints found under the hold margin | 0 | 0 |
| gates resized | 112 | 20 |
| buffers inserted | 3 | 0 |
| pin swaps | 27 | 12 |
## per-layer routing
layer	up-vias	part of all wire, %
li1	614	-
met1	526	47
met2	29	47
met3	0	6.0
met4	0	0
met5	-	0
## stage by stage
step | setup slack, ns | total power (uW) | util, % | cells
after floorplan | 0.604 | 79.9 | - | 128
after detailed placement | -0.579 | 193 | 23.1 | 305
after global placement | -0.531 | 191 | 23.1 | 305
after CTS | 0.00000888 | 218 | 26.9 | 308
after global routing | -0.00977 | 245 | 27.1 | 308
final | 0.104 | 217 | 27.1 | 308
## cells in the final DEF (no fill, tap or decap), drive strengths merged, types with 4 or more instances in the layout
| cell | n |
|---|---|
| dlygate4sd2 | 46 |
| inv | 33 |
| ha | 32 |
| a21oi | 14 |
| buf | 11 |
| nand4 | 8 |
| nand3 | 7 |
| dlymetal6s2s | 7 |
| clkdlybuf4s50 | 6 |
| nand2 | 5 |
| clkdlybuf4s15 | 5 |
| nor2 | 4 |
No activity file was given, so power comes from the tool's default toggle rates.
